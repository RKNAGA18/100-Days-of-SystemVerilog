==> flow/design.v <==
package alu_pkg;
  typedef enum logic [2:0] {
    ADD = 3'b000, SUB = 3'b001,
    AND = 3'b010, OR  = 3'b011,
    XOR = 3'b100, SLL = 3'b101,
    SRL = 3'b110
  } alu_op_e;
endpackage
module non_restoring_div #(parameter N = 16) (
    input  logic clk, rst_n, start,
    input  logic [N-1:0] dividend, divisor,
    output logic [N-1:0] quotient, remainder,
    output logic ready
);
    logic [N-1:0] m, q;
    logic [N:0]   a; 
    logic [$clog2(N):0] count;
    typedef enum logic [1:0] {IDLE, CALC, FIX, DONE} state_t;
    state_t state;
    logic [N:0] next_a;
    logic [N-1:0] next_q;
    logic [N:0] add_sub_a;
    always @(*) begin
        next_a = {a[N-1:0], q[N-1]};
        next_q = {q[N-2:0], 1'b0};
        if (a[N]) add_sub_a = next_a + m;
        else      add_sub_a = next_a - m;
    end
    always_ff @(posedge clk or negedge rst_n) begin
        if (!rst_n) begin
            state <= IDLE; ready <= 0;
            quotient <= '0; remainder <= '0;
            a <= '0; m <= '0; q <= '0; count <= '0;
        end else begin
            case (state)
                IDLE: begin
                    ready <= 0;
                    if (start && divisor != 0) begin
                        m <= divisor; q <= dividend; 
                        a <= '0; count <= N; state <= CALC;
                    end
                end
                CALC: begin
                    if (count > 0) begin
                        a <= add_sub_a;
                        q <= {next_q[N-1:1], ~add_sub_a[N]};
                        count <= count - 1;
                    end else begin
                        state <= FIX;
                    end
                end
                FIX: begin
                    if (a[N]) a <= a + m;
                    state <= DONE;
                end
                DONE: begin
                    quotient <= q; remainder <= a[N-1:0];
                    ready <= 1; state <= IDLE;
                end
            endcase
        end
    end
endmodule
==> flow/run.sh <==
#!/bin/bash
# OpenROAD 26Q1-2900-gdf79404cd8, Yosys 0.63+post, stock flow scripts
make -C /OpenROAD-flow-scripts/flow DESIGN_CONFIG=/design/flow/config.mk WORK_HOME=/design/flow/orfs finish
==> flow/config.mk <==
export PLATFORM = sky130hd
export DESIGN_NAME = non_restoring_div
export DESIGN_NICKNAME = non_restoring_div
export VERILOG_FILES = /design/flow/design.v
export SDC_FILE = /design/flow/constraint.sdc
export NUM_CORES = 4
export LEC_CHECK = 1
export CORE_UTILIZATION = 50
export SYNTH_HDL_FRONTEND = slang
==> flow/constraint.sdc <==
current_design non_restoring_div

set clk_period 8.6
set clk_io_pct 0.2

create_clock -name clk0 -period $clk_period [get_ports {clk}]

set non_clock_inputs [all_inputs -no_clocks]
set_input_delay [expr $clk_period * $clk_io_pct] -clock clk0 $non_clock_inputs
set_output_delay [expr $clk_period * $clk_io_pct] -clock clk0 [all_outputs]
==> results.ini <==
[run_status]
outcome = complete, no violations

[worst_setup_path]
reg2reg_from = m[1]$_DFFE_PN0P_
timing.rr.end = a[15]$_DFFE_PN0P_
cp.required_ns = 8.81
r2r_slack_ns = 5.12
cp-start-kind = input port
cp_max_fo = 13
endpoint_kind = register
rr_worst_depth = 12
crit_type = input port to register
crit_arrival_ns = 4.24

[clock_tree]
clkSinkCount = 91
hold_buffers = 0
cts_tree = yes
worstSkewPairLatency_ns = 0.34
cts_buffers = 9
clockBufferDepth = 2
cts-root-buf = clkbuf_16
cts_htree_levels = 3
cts.clk_slew.worst_paths_ns = 0.07
ctsResizeCount = 0
post-cts-setup-buffers = 0

[floorplan]
coreArea_sq_um = 11000
rows = 38
die-area_sq_um = 11900
io_pins = 68
initCoreUtil_pct = 52.0
die_y_microns = 109
die_w_microns = 109

[routing]
dr.pass1.iters = 5
vias_per_cell = 5.89
drc = 0
routed_wl_microns = 13700
wl_per_cell_microns = 17.4
antenna_left = 0
drt-initial-drc-count = 253
n_antenna_cell = 0
vias = 4635

[synthesis]
yosys_warnings = 0
yosys.area_share.adder_pct = 8.55
edf_count = 0
ys.flop_type = dfrtp_1
synthTopLogicFamily = AND-OR/OR-AND gates
ys_seq_share_pct = 39.7
syn_area_sq_um = 5740
async_reset_ff_share_pct = 100
top_cell_area_share_pct = 39.3
ys_sh_simple_pct = 11.9
yosys.area.top_type = dfrtp_1
yosys_area_sq_um = 5740
yosys-stat-cells = 584
ys.flops = 91
ys_sh_aoi_pct = 18.7
mux_share_pct = 12.7
syn_avg_cell_area_sq_um = 9.82
xor_area_share_pct = 5.50
syn_inst = 584
netlist-cell-type-count = 57
synth.area.top_cells = dfrtp_1 (39%), ha_1 (7.9%), mux2_2 (6.9%)

[worst_hold_path]
holdCritStartpoint = state[1]$_DFF_PN0_
whs_path_depth = 0
hold_end = state[3]$_DFF_PN0_
hold_class = register to register

[placement]
port-buffer-count = 67
place_area_sq_um = 6540
place_ws_ns = 4.28
place_congestion = 0.902
hpwl_microns = 10100

[timing]
rsz0062_at_grt = false
tightest_slew_ns = 0.719
relSlewSlack_pct = 52.1
fin_ws_ns = 4.58
hold_viol = 0
period_needed_ns = 4.02
final.setup.tns_ns = 0
slew_violations = 0
fmaxAchievable_mhz = 249
setup_viol = 0
fin_skew_ns = 0.00736
fin_crit_sh_pct = 46.8

[flow_run]
cap_violations = 0
warning_count = 28

[grt]
grt_max_degree = 56
antenna_found_initial = 0
grt_pass1_wl_microns = 22400
grt_usage_pct = 25.4
grt_pass1_vias = 4471
overflow = 0

[cells_and_area]
nFillCells = 931
stdcell_area_sq_um = 6820
area_growth_syn_to_layout_pct = 18.9
drive_above_1_share_pct = 10.0

-- worst max-delay path by stage --
stage / from / end / slack [ns] / depth (start not counted)
global route: divisor[10] / q[0]$_DFFE_PN0P_ / 4.48 / 8
finish: divisor[10] / q[0]$_DFFE_PN0P_ / 4.58 / 8
CTS: divisor[10] / q[0]$_DFFE_PN0P_ / 4.60 / 8
-- worst max-delay path, cell delays in order --
cell and delay (ns):
clkdlybuf4s50_1 0.42, or4_1 0.60, o41ai_4 0.52, nor2_1 0.27, buf_4 0.26, a22o_1 0.18, a22oi_1 0.15, nand3_1 0.10
-- state kept, by name, indices dropped and copies added, names as in the netlist --
signal	count
m	16
count	5
remainder	16
ready	1
quotient	16
state	4
q	16
a	17
-- synthesized netlist by cell type (all sizes together), types with 5 or more instances --
master and number:
nor2b 5, mux2 47, dfrtp 90, a31oi 8
nand2 27, nor2 61, buf 9, ha 36
o21ai 26, nor3 10, nand3 9, nand4 9
a211o 7, o21a 5, o21bai 5, mux2i 20
xnor2 13, a22oi 9, a21oi 60, inv 15
xor2 23, clkbuf 18, a21o 14
-- stage by stage --
step	hold WS (ns)	utilization (%)	std cells
floorplan	0.425	-	584
global placement	0.464	59.3	771
detailed placement	0.477	59.3	771
CTS	0.496	61.8	787
global route	0.525	61.8	787
finish	0.501	61.8	787
-- cell type report --
class | instances | area [sq um] | area share (%)
Clock inverter | 5 | 38.8 | 0.569
Inverter | 15 | 56.3 | 0.826
Sequential cell | 91 | 2280 | 33.4
Multi-Input combinational cell | 451 | 3310 | 48.5
Tap cell | 140 | 175 | 2.57
Clock buffer | 11 | 243 | 3.56
Timing Repair Buffer | 74 | 721 | 10.6
-- cell families after synthesis --
family	Yosys count
compound gates	165
xor+xnor	36
fa+ha+maj	38
buf+inv	42
flops	91
mux	67
simple gates	145
-- layout by cell type, fill, tap and decap left out, types with 8 or more instances in the layout --
cell type / Yosys / layout
dfrtp_1: 90 / 90
clkdlybuf4s50_1: 0 / 66
nor2_1: 61 / 61
a21oi_1: 60 / 60
ha_1: 36 / 36
mux2_2: 35 / 35
nand2_1: 27 / 27
o21ai_0: 24 / 24
xor2_1: 23 / 23
mux2i_1: 20 / 20
inv_1: 15 / 15
a21o_1: 14 / 14
xnor2_1: 13 / 13
mux2_1: 12 / 12
nor3_1: 10 / 9
nand4_1: 9 / 9
nand3_1: 9 / 9
a22oi_1: 9 / 9
clkbuf_16: 0 / 9
a31oi_1: 8 / 8
buf_4: 0 / 8
-- metal layers --
layer  global-route usage [%]  up-vias  routed length, microns
met3                     6.46       19                     876
met1                     39.4     2224                    6550
li1                         -     2267                       -
met5                        0        -                       0
met4                     3.09        0                     219
met2                     38.3      125                    6050
