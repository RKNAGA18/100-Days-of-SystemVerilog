### flow/config.mk
export PLATFORM = sky130hd
export DESIGN_NAME = seq_multiplier
export DESIGN_NICKNAME = seq_multiplier
export VERILOG_FILES = /design/flow/design.v
export SDC_FILE = /design/flow/constraint.sdc
export NUM_CORES = 4
export LEC_CHECK = 1
export CORE_UTILIZATION = 40
export SYNTH_HDL_FRONTEND = slang
### flow/constraint.sdc
current_design seq_multiplier

set clk_period 27.5
set clk_io_pct 0.2

create_clock -name clk0 -period $clk_period [get_ports {clk}]

set non_clock_inputs [all_inputs -no_clocks]
set_input_delay [expr $clk_period * $clk_io_pct] -clock clk0 $non_clock_inputs
set_output_delay [expr $clk_period * $clk_io_pct] -clock clk0 [all_outputs]
### flow/design.v
package alu_pkg;
  typedef enum logic [2:0] {
    ADD = 3'b000, SUB = 3'b001,
    AND = 3'b010, OR  = 3'b011,
    XOR = 3'b100, SLL = 3'b101,
    SRL = 3'b110
  } alu_op_e;
endpackage
module seq_multiplier #(parameter N = 32) (
    input  logic clk, rst_n, start,
    input  logic [N-1:0] a, b,
    output logic [(2*N)-1:0] prod,
    output logic ready
);
    logic [(2*N)-1:0] multiplicand;
    logic [N-1:0] multiplier;
    logic [$clog2(N):0] count;
    always_ff @(posedge clk or negedge rst_n) begin
        if (!rst_n) begin
            prod <= '0; ready <= 0; count <= '0;
        end else if (start) begin
            multiplicand <= { {N{1'b0}}, a };
            multiplier <= b;
            prod <= '0;
            count <= N;
            ready <= 0;
        end else if (count > 0) begin
            if (multiplier[0]) prod <= prod + multiplicand;
            multiplicand <= multiplicand << 1;
            multiplier <= multiplier >> 1;
            count <= count - 1;
        end else begin
            ready <= 1;
        end
    end
endmodule
### flow/run.sh
#!/bin/bash
# OpenROAD 26Q1-2900-gdf79404cd8, Yosys 0.63+post, stock flow scripts
make -C /OpenROAD-flow-scripts/flow DESIGN_CONFIG=/design/flow/config.mk WORK_HOME=/design/flow/orfs finish
==> flow_summary.ini <==
; implementation run metrics
[synth]
synth_cell_types = 70
async_flop_share_pct = 42.51
synth.avg_cell_area_sq_um = 8.912
ys.warnings.count = 0
topCellsByArea = edfxtp_1, dfrtp_1, nand2_1
edf_count = 96
top_area_share_pct = 26.32
ys_seq_share_pct = 42.54
synthTopCellsByCount = nand2_1, a21oi_1, edfxtp_1
synth-seq-cells = 167
yosysTopAreaCell = edfxtp_1
syn_inst = 1229
synthFlopType = edfxtp_1
yosysCellCount = 1229
ys_area_sq_um = 10950
synth_top_cell_by_count = nand2_1
syn-cell-area_sq_um = 10950

[final_timing]
fin_crit_sh_pct = 25.99
fmax_mhz = 139.9
worst_pin_slew_ns = 0.7889
rsz0062_at_grt = no
setup_tns_ns = 0
finalCriticalPeriod_ns = 7.148
drv_slew = 0
hold_ws_ns = 0.5087
relSlewSlack_pct = 47.41
finalSetupViolCount = 0
fin_skew_ns = 0.01609
finalHoldViolations = 0

[floorplan]
rows = 60
coreArea_sq_um = 26880
fp.dieW_um = 167.5
pin_count = 132
dieArea_sq_um = 28050
initial_utilization_pct = 40.75
die_h_um = 167.5

[power]
switchingPower_mw = 0.4161
ir_worst_vdd_uv = 40.34
p_sw_share_pct = 39.36
power_density_nw_per_um2 = 80.52
power_frac_comb_pct = 42.1
power.internal_mw = 0.6410
power_leakage_nw = 5.302
power_frac_seq_pct = 33.9
pwr-share-clk_pct = 24.0

[place]
port_buffers = 131
dp_hpwl_um = 21590
place_congestion = 0.9389

[detailed_routing]
via_per_inst = 5.548
wl_um = 29890
ant_nets = 0
routed-via-count = 9276
drtIter0Drc = 653
diodes = 0
drc = 0
avgRoutedWirePerCell_um = 17.88
first_pass_iters = 5

[cts]
numCtsBuffers = 17
path_clk_slew_ns = 0.08
ctsRootBufferMaster = clkbuf_16
clk_path_buf_depth = 2
cts_tree = done
cts_hold_buf = 0
post_cts_buffers = 0
insertion_delay_ns = 0.43
clock_sinks = 167
htree_levels = 4
post_cts_resized = 0

[min_path]
hp-class = reg -> reg

[critical_path]
rrSetupSlack_ns = 23.81
critical_path.cell_chain = buf_4 > o21a_2 > buf_4
cp_max_fo = 33
cp_num_buf_inv = 2
required_ns = 27.57
critical_path_class = in -> reg
crit_arrival_ns = 7.22
cpMaxStageDelayCell = o21a_2
cp_common_cell = buf_4
critical_path.top_delay_family = buffers and inverters
startpoint_type = primary input
critPathMaxStageDelay_ns = 0.75
worstSetupEndpointType = register

[global_routing]
met2_usage_pct = 33.04
grt_pass1_vias = 8941
grt_max_degree = 75
grt_pass1_wl_um = 48640
grt_use_met3_pct = 4.526
grt-ovfl-total = 0
gr-usage-met1_pct = 38.46
antenna_found_initial = 0
gr-usage-all-layers_pct = 22.90
busiest_layer = met1

[final_layout]
syn_to_final_growth_pct = 19.85
logic_area_sq_um = 5918
fillers = 2584
drive_above_1_share_pct = 7.363
regArea_sq_um = 4659

[run]
maxCapViolations = 0
openroad.warnings = 26

[run_status]
status = finished clean
through the flow:
step	setup slack (ns)	utilization (%)	std cells	power [mW]	instance area, sq um
detailed placement	19.85	46.46	1640	0.8047	12490
global placement	19.85	46.46	1640	0.8036	12490
finish	20.35	48.85	1672	1.057	13130
CTS	20.31	48.85	1672	1.062	13130
global route	20.20	48.85	1672	1.131	13130
floorplan	19.29	-	1229	0.6482	10950
state kept, by name (all words and copies together), names as in the netlist:
register / flops
multiplicand: 64
prod: 64
multiplier: 32
count: 6
ready: 1
area by class of cell:
| type | instances | share of cell area [%] |
|---|---|---|
| Multi-Input combinational cell | 968 | 45.08 |
| Sequential cell | 167 | 35.49 |
| Timing Repair Buffer | 144 | 10.72 |
| Tap cell | 341 | 3.250 |
| Clock buffer | 17 | 3.241 |
| Clock inverter | 15 | 1.639 |
| Inverter | 20 | 0.5719 |
layer usage:
layer	part of all wire, %	up-vias
met3	5.8	19
met2	44	259
met5	0	-
li1	-	4636
met4	0.99	0
met1	50	4362
placed cells by master, fill, tap and decap left out, types with 25 or more instances in the layout:
| cell type | n |
|---|---|
| clkdlybuf4s50_1 | 129 |
| dfrtp_1 | 71 |
| a21oi_1 | 148 |
| nor2_1 | 56 |
| a21o_1 | 27 |
| nand4_1 | 29 |
| o21ai_0 | 89 |
| nand2_1 | 265 |
| o21bai_1 | 25 |
| edfxtp_1 | 96 |
| mux2_2 | 31 |
| xnor2_1 | 27 |
| ha_1 | 65 |
worst reg2reg max path: stages (launching register included):
cell and delay, ns:
dfrtp_1 0.42, ha_1 0.23, inv_1 0.07, fa_1 0.38, nor2b_1 0.23, o2111ai_1 0.19
a21boi_0 0.43, o211ai_1 0.25, o21ai_1 0.33, nand3b_1 0.28, a21oi_1 0.50, o21ai_0 0.14
o311ai_0 0.11
path summary, 6_finish.rpt:
kind,from,to,cells past startpoint
max,rst_n,multiplicand[12]$_DFFE_PP_,3
min,ready$_DFFE_PN0P_,ready$_DFFE_PN0P_,2
max reg2reg,prod[0]$_DFFE_PN0P_,prod[52]$_DFFE_PN0P_,12
min reg2reg,ready$_DFFE_PN0P_,ready$_DFFE_PN0P_,2
max in group asynchronous,rst_n,prod[60]$_DFFE_PN0P_,2
min in group asynchronous,rst_n,prod[34]$_DFFE_PN0P_,1
logic make-up after synthesis:
kind of cell / Yosys count / synth area share (%)
and+or+nand+nor: 452 / 18.37
muxes: 34 / 3.473
buffers and inverters: 94 / 3.461
adders and majority gates: 66 / 7.608
AOI/OAI and AO/OA: 372 / 21.03
xor gates and xnor gates: 44 / 3.518
DFF: 167 / 42.54
power by group through the flow:
stage / registers, mW / logic (mW) / clock network [mW]
CTS: 0.359 / 0.444 / 0.258
global route: 0.365 / 0.496 / 0.269
finish: 0.358 / 0.445 / 0.253
Power and IR drop assume default switching activity.
