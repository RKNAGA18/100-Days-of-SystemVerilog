File: flow/config.mk
export PLATFORM = sky130hd
export DESIGN_NAME = restoring_div
export DESIGN_NICKNAME = restoring_div
export VERILOG_FILES = /design/flow/design.v
export SDC_FILE = /design/flow/constraint.sdc
export NUM_CORES = 4
export LEC_CHECK = 1
export CORE_UTILIZATION = 50
export SYNTH_HDL_FRONTEND = slang
File: flow/constraint.sdc
current_design restoring_div

set clk_period 5.7
set clk_io_pct 0.2

create_clock -name clk0 -period $clk_period [get_ports {clk}]

set non_clock_inputs [all_inputs -no_clocks]
set_input_delay [expr $clk_period * $clk_io_pct] -clock clk0 $non_clock_inputs
set_output_delay [expr $clk_period * $clk_io_pct] -clock clk0 [all_outputs]
File: flow/design.v
package alu_pkg;
  typedef enum logic [2:0] {
    ADD = 3'b000, SUB = 3'b001,
    AND = 3'b010, OR  = 3'b011,
    XOR = 3'b100, SLL = 3'b101,
    SRL = 3'b110
  } alu_op_e;
endpackage
module restoring_div #(parameter N = 16) (
    input  logic clk, rst_n, start,
    input  logic [N-1:0] dividend, divisor,
    output logic [N-1:0] quotient, remainder,
    output logic ready
);
    logic [N-1:0] m, q;
    logic [N:0]   a;
    logic [$clog2(N):0] count;
    typedef enum logic [1:0] {IDLE, CALC, DONE} state_t;
    state_t state;
    logic [N:0] next_a;
    logic [N-1:0] next_q;
    logic [N:0] sub_a;
    always @(*) begin
        next_a = {a[N-1:0], q[N-1]};
        next_q = {q[N-2:0], 1'b0};
        sub_a  = next_a - m;
    end
    always_ff @(posedge clk or negedge rst_n) begin
        if (!rst_n) begin
            state <= IDLE; ready <= 0;
            quotient <= '0; remainder <= '0;
            a <= '0; m <= '0; q <= '0; count <= '0;
        end else begin
            case (state)
                IDLE: begin
                    ready <= 0;
                    if (start && divisor != 0) begin
                        m <= divisor; q <= dividend;
                        a <= '0; count <= N;
                        state <= CALC;
                    end
                end
                CALC: begin
                    if (count > 0) begin
                        if (sub_a[N]) begin
                            a <= next_a;     
                            q <= next_q;     
                        end else begin
                            a <= sub_a;      
                            q <= {next_q[N-1:1], 1'b1}; 
                        end
                        count <= count - 1;
                    end else begin
                        state <= DONE;
                    end
                end
                DONE: begin
                    quotient <= q; remainder <= a[N-1:0];
                    ready <= 1; state <= IDLE;
                end
            endcase
        end
    end
endmodule
File: flow/run.sh
#!/bin/bash
# OpenROAD 26Q1-2900-gdf79404cd8, Yosys 0.63+post, stock flow scripts
make -C /OpenROAD-flow-scripts/flow DESIGN_CONFIG=/design/flow/config.mk WORK_HOME=/design/flow/orfs finish
==> job_summary.md <==
### Metrics collected by this job

| Metric | Value |
|---|---|
| Adder Area Share | 5.33% |
| Die height | 97.9 um |
| DR vias/cell | 5.74 |
| Grt met2 use | 31.7% |
| Routed via count | 3396 |
| Post_cts resized | 0 |
| Drt pass-1 iters | 25 |
| Max H-tree Level | 3 |
| Asr flop ratio synth | 100% |
| Ao+oa area frac | 14.4% |
| Largest cells by area after synthesis | dfrtp_1, mux2_2, ha_1, nand2_1, inv_1 |
| Placer congestion estimate | 0.950 |
| Fin. Hold Viols | 0 |
| Count of max-cap constraint violations | 0 |
| Critical Path AT | 3.79 ns |
| Hpwl dp | 6490 um |
| Top cell area share | 47.9% |
| VDD IR max | 363 uV |
| Synth Area per Inst | 11.0 um2 |
| Critical path peak fanout | 18 |
| Vias in the first global route | 3299 |
| DRC | 0 |
| PD cells | 623 mW/mm2 |
| Core Util at FP | 52.2% |
| IO Count | 68 |
| Post-Syn Instances | 418 |
| OpenROAD warnings | 27 |
| Worst path required time | 5.92 ns |
| Synth logic family | AND-OR/OR-AND gates |
| Final wirelength | 9280 um |
| Congestion Overflow GR | 0 |
| Slowest cell on the critical path | nand3_1 |
| Cell Type Count | 50 |
| Initial antenna violation count | 0 |
| Max Freq | 280 MHz |
| Ys cells | 418 |
| XOR-XNOR Cells, Area Fraction | 2.28% |
| Total GRT Usage | 21.8% |
| CTS hold repair buffers | 0 |
| Final Skew | 0.00918 ns |
| Slew Limit Headroom | 49.6% |
| CTS sink cnt | 89 |
| Area of the multi-input gates | 0.00212 mm2 |
| Crit-path most repeated cell | inv_1 |
| FILL cells | 700 |
| Area grow syn2layout | 20.6% |
| Critical Path End Type | flop |
| Setup_tns | 0 ns |
| CTS tree | yes |
| Worst slew pin tran | 0.753 ns |
| Crit path buffers/inverters | 2 |
| Nature of the critical path startpoint | flop |
| YS chip area | 0.00460 mm2 |
| Final setup vio count | 0 |
| Antenna-violating nets left | 0 |
| Drt wl/cell | 15.7 um |
| Minimum clock period | 3.57 ns |
| Routing usage on met1 | 38.2% |
| Synth warnings | 0 |
| Root Buffer | clkbuf_8 |
| DIE WIDTH | 97.9 um |
| CP Class | flop to flop |
| First-pass GRT wire length | 16300 um |
| DR iter-0 viols | 241 |
| Cts bufs inserted | 9 |
| Seq. cell area | 0.00223 mm2 |
| Hold Path Class | flop to flop |
| Synthesized area | 0.00460 mm2 |
| Dpl cell area | 0.00533 mm2 |
| Pleak | 2.57 nW |
| Setup repair bufs after CTS | 0 |
| Status | completed |
| Design Area, Final | 0.00555 mm2 |
| Worst-path clk slew | 0.09 ns |
| Grt peak-use layer | met1 |
| Yosys simple share | 11.5% |
| Cells along the critical path | inv_1, ha_1, inv_1, fa_1, a211oi_1, o21bai_1, o311ai_1, nand3b_1, nand3_1, and2_4, o221ai_2 |
| DIE AREA | 0.00959 mm2 |
| Top_reg_cell synth | dfrtp_1 |
| RSZ-0062 raised after global routing | false |
| Clk buf depth | 2 |
| Share of layout cells above drive strength 1 | 18.0% |
| Most frequent cells after synthesis | dfrtp_1, mux2_2, nand2_1 |
| # port buffers | 67 |
| # rows | 34 |
| Seq share, synth | 48.4% |
| Core area | 0.00881 mm2 |
| M3 GR Usage | 2.62% |
| MUX area fraction | 12.6% |
| Largest net degree at the start of global routing | 56 |
| Ys flops | 89 |
| Number of enable flip-flop cells | 0 |
| Clk ins delay skew pair | 0.36 ns |
| Largest area contributor in the netlist | dfrtp_1 |
| Worst path top cell family by delay | simple AND/OR/NAND/NOR gates |
| Ant. Diodes | 0 |
| Worst stage delay on the critical path | 0.61 ns |
| Max Slew Vio Count | 0 |
| Period utilization | 62.6% |
| Cell with the most instances after synthesis | dfrtp_1 |
## routing by layer
metal	routed length (um)	share of wire [%]
met3	403	4.3
met2	4040	43
met1	4730	51
met4	110	1.2
met5	0	0
## logic make-up (layout without fill, tap and decap cells)
group,Yosys count,after routing
mux,52,52
buf+inv,59,125
fa+ha+maj,19,19
simple gates,104,104
flops,89,89
compound gates,83,83
xor+xnor,12,12
## worst register-to-register path: cells and delay by family (launching register included)
kind                       cells  cell delay, ns
adders and majority gates      2            0.59
and+or+nand+nor                3            1.23
DFF                            1            0.42
buffers and inverters          2            0.14
AOI/OAI and AO/OA              4            1.05
## flip-flops by register name, indices dropped and copies added (netlist names)
signal / count
remainder: 16
m: 16
ready: 1
count: 5
quotient: 16
a: 16
state: 3
q: 16
## cell usage in the layout, fill, tap and decap left out, drive strengths merged, types with 6 or more instances in the layout
cell | Yosys | final
a222oi | 12 | 12
nand4 | 12 | 12
mux2 | 48 | 48
buf | 7 | 6
nand2b | 7 | 7
clkbuf | 15 | 10
clkdlybuf4s50 | 0 | 66
o21ai | 18 | 18
nand2 | 42 | 42
nor4 | 7 | 7
ha | 18 | 18
nor2 | 12 | 12
inv | 37 | 39
o211ai | 14 | 14
dfrtp | 88 | 88
xnor2 | 7 | 7
a21oi | 9 | 9
## power breakdown
group | switching, mW | internal (mW) | leakage [nW]
logic | 0.965 | 0.914 | 1.32
clock network | 0.226 | 0.250 | 0.107
registers | 0.199 | 0.902 | 1.14
total | 1.39 | 2.07 | 2.57
## cell type report
| class | count | area share (%) |
|---|---|---|
| Tap cell | 108 | 2.44 |
| Clock buffer | 10 | 2.30 |
| Sequential cell | 89 | 40.2 |
| Clock inverter | 6 | 1.62 |
| Multi-Input combinational cell | 270 | 38.3 |
| Timing Repair Buffer | 72 | 12.7 |
| Inverter | 37 | 2.50 |
## through the flow
stage	utilization [%]	power [mW]	instances	hold WS, ns	worst slack, ns
6_report	63.0	3.46	592	0.500	2.13
5_1_grt	63.0	3.77	592	0.521	1.90
4_1_cts	63.0	3.48	592	0.505	2.19
3_5_place_dp	60.5	2.98	576	0.483	2.13
3_3_place_gp	60.5	2.95	576	0.465	2.17
2_1_floorplan	-	2.52	418	0.430	2.86
## final timing paths
path	from	to	slack, ns	cells after the start
setup reg to reg	q[15]	a[15]	2.13	11
hold / removal	ready	ready	0.50	1
max in group asynchronous	rst_n	a[0]	3.94	2
min in group asynchronous	rst_n	remainder[8]	0.72	1
setup / recovery	q[15]	a[15]	2.13	11
hold reg to reg	ready	ready	0.50	1
Power and IR drop assume default switching activity.
